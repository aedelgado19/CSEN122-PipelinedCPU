[design/flow/run.sh]
#!/bin/bash
# OpenROAD 26Q1-2900-gdf79404cd8, Yosys 0.63+post, stock flow scripts
make -C /OpenROAD-flow-scripts/flow DESIGN_CONFIG=/design/flow/config.mk WORK_HOME=/design/flow/orfs finish
[design/flow/config.mk]
export PLATFORM = sky130hd
export DESIGN_NAME = ALU
export DESIGN_NICKNAME = ALU
export VERILOG_FILES = /design/flow/design.v
export SDC_FILE = /design/flow/constraint.sdc
export NUM_CORES = 4
export LEC_CHECK = 1
export CORE_UTILIZATION = 50
[design/flow/constraint.sdc]
current_design ALU

set clk_period 18.4
set clk_io_pct 0.2

create_clock -name clk0 -period $clk_period

set non_clock_inputs [all_inputs -no_clocks]
set_input_delay [expr $clk_period * $clk_io_pct] -clock clk0 $non_clock_inputs
set_output_delay [expr $clk_period * $clk_io_pct] -clock clk0 [all_outputs]
[design/flow/design.v]
module pc_p1(input [31:0] pc_in, output [31:0] pc_out);
    assign pc_out = pc_in + 1;
endmodule
module pc_imm_adder(input [31:0] pc_in, input [31:0] imm, output [31:0] pc_target);
    assign pc_target = pc_in + imm;
endmodule
module ALU (
    input [31:0] A, B,  
    input [2:0] aluop,
    output reg [31:0] out,
    output Z, N
);
    wire [31:0] negA, negB;
    assign negA = ~A + 1;
    assign negB = ~B + 1;
    always @(*) begin
        case (aluop)
            3'b000: out = B+A;      
            3'b110: out = negA;      
            3'b101: out = A - B;  
            3'b111: out = A;  
            default: out = 32'b0;    
        endcase
    end
    assign Z = (out == 32'b0);
    assign N = out[31];
endmodule
==> reports/qor.yml <==
synth:
  syn_avg_cell_area_um2: 6.62
  ys_seq_frac: 0
  syn_inst: 526
  synth.area.top_cells: "xnor2_1 13%, ha_1 12%, a21oi_1 7.9%, xor2_1 7.5%, nor2_1 4.5%"
  ys_warn_count: 1
  top_cells_by_count: "55 x a21oi_1, 53 x xnor2_1, 42 x nor2_1"
  synth.largest_area_cell: "xnor2_1"
  yosys_cells: 526
  ys_chip_area_um2: 3480
  synth_area_um2: 3480
  ys_types: 58
  post-synth-top-count-cell: "a21oi_1"
  synth_top_area_share: 0.133
detailed_routing:
  postRouteWirelength_mm: 12.6
  route.met3.wl_mm: 1.29
  wl_met1_mm: 5.92
  drtIter0Drc: 388
  num_vias: 4410
  routed_via_density: 6.43
  drc: 0
  ant_nets: 0
  routedWlPerCell_um: 18.4
  diodes: 0
  firstDrtPassIters: 5
  highest_layer: "met4"
  wl_met2_mm: 5.24
placement:
  gp_congestion: 1.06
  portBuffers: 101
  hpwlAfterDp_mm: 10.4
  pre_cts_ws_ns: 4.65
run:
  log.warning_count: 33
  cap_violations: 0
die:
  ioPinCount: 101
  fp_util: 0.516
  die_area_um2: 7310
  die_y_um: 85.5
  core_um2: 6760
  rows: 30
  die_x_um: 85.5
final_timing:
  finalCritPeriodShare: 0.751
  setup_tns_ns: 0
  fmax_ghz: 0.0723
  worst_slew_pin_slew_ns: 0.768
  setup_viol: 0
  grt_setup_unrepaired: "no"
  max_slew_margin: 0.484
  worst_slack_ns: 4.57
  slew_violations: 0
  period_minus_slack_ns: 13.83
  hold_viol: 0
final_layout:
  drive_gt1_frac: 0.0297
  syn2layout_area_growth_pct: 29.5
  seq_area_um2: 0
  ff_count: 0
  nClkBuffers: 0
setup_path:
  crit_start: "B[5]"
  endpoint_kind: "primary output"
  critPathMaxFanout: 7
  cp_num_buf_inv: 2
  crit_type: "input port to primary output"
  crit_top_cell: "or4_1"
  critPathTopFamily: "simple AND/OR/NAND/NOR gates"
  critPathSlowestCell: "or4b_2"
  worstPathCellList: "clkdlybuf4s50_1 > or4_1 > or3_1 > or4_1 > nor3_1 > a21oi_1 > xnor2_1 > ha_1 > nand4_1 > or3_1 > nor3_1 > o21ai_0 > a31o_2 > or4b_2 > or4_1 > nor4_2 > clkdlybuf4s50_1"
  cpPeakStageDelay_ns: 0.66
  arrival_ns: 10.15
  cp-start-kind: "input port"
  required_ns: 14.72
clocking:
  cts.repair.resized: 0
  ctsHoldBuffers: 0
  cts_setup_buffers: 0
global_route:
  antenna_found_initial: 0
  overflow: 0
  grt_usage: 0.348
  grt_pass1_vias: 3869
  grt_pass1_wl_mm: 19.9
  grt_start_max_net_pins: 30
status:
  status: "finished, final reports clean"
power:
  p_leak_nw: 1.74
  p_per_area_nw_per_um2: 38.8
  ir_worst_vdd_mv: 0.0299
hold_path:
  min-delay-path-class: "input port to primary output"
  hp-start: "A[0]"
power breakdown:
| group | internal, mW | leakage (nW) | switching (mW) |
|---|---|---|---|
| Combinational | 0.0830 | 1.74 | 0.0919 |
| Clock | 0 | 0 | 0 |
| Sequential | 0 | 0 | 0 |
path summary, 6_finish.rpt:
| check | endpoint | depth (start not counted) | slack (ns) |
|---|---|---|---|
| worst max-delay path | Z | 17 | 4.57 |
| worst min-delay path | out[0] | 4 | 8.48 |
per-stage QoR:
stage               cells  hold WS (ns)  utilization  total power [mW]  area (um2)
floorplan             526          7.45            -             0.106        3480
global placement      686          8.46        0.668             0.171        4510
detailed placement    686          8.46        0.668             0.170        4510
CTS                   686          8.47        0.668             0.172        4510
global route          686          8.54        0.668             0.190        4510
finish                686          8.48        0.668             0.175        4510
logic make-up (layout without fill, tap and decap cells):
| kind of cell | Yosys count | count (layout) | share of synthesized area |
|---|---|---|---|
| AND-OR/OR-AND | 188 | 188 | 0.344 |
| AND/OR/NAND/NOR | 172 | 172 | 0.260 |
| XOR/XNOR | 83 | 83 | 0.209 |
| buffers and inverters | 48 | 128 | 0.0592 |
| adder cells (fa/ha/maj) | 34 | 34 | 0.124 |
| multiplexers | 1 | 1 | 0.00323 |
cells in the final DEF (no fill, tap or decap), types with 3 or more instances in the layout:
cell	instances
o22ai_1	20
o21a_1	6
o21ai_0	31
o211ai_1	4
o21bai_1	5
a31oi_1	10
nand2b_1	8
nor2_1	42
nand4_1	13
or4b_1	3
or2_2	3
xor2_1	30
o32ai_1	4
xnor2_1	53
nor2b_1	3
nor4_1	10
buf_4	6
nor3_1	18
nand3_1	9
a21o_1	14
or4_1	5
clkdlybuf4s50_1	101
or3_1	11
o41ai_1	4
inv_1	21
a21oi_1	55
ha_1	33
o31a_1	4
nand2_1	33
o31ai_1	8
a211o_1	3
and3_1	4
final cells by class:
cell class	instances	area, um2
inverters	21	78.8
fillers	578	2240
repair buffers	107	1060
well taps	80	100
multi-input cells	478	3280
per-layer routing:
metal	up-vias	track usage
met3	16	0.0573
met1	1998	0.539
li1	2147	-
met4	0	0.0470
met5	-	0
met2	249	0.519
Power is estimated from default activity; no workload was simulated.
