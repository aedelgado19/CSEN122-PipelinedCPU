==> design/flow/design.v <==
module ifid_buf(clk, instr_in, pc_plus1_in, pc_in, instr_out, pc_plus1_out, pc_out);
    input clk;
    input [31:0] instr_in, pc_plus1_in, pc_in;
    output reg [31:0] instr_out, pc_plus1_out, pc_out;
    always @(posedge clk) begin
        instr_out <= instr_in;
        pc_plus1_out <= pc_plus1_in;
        pc_out <= pc_in;
    end
endmodule
module idex_buf(
    input clk,
    input [31:0] pc_in,
    input [31:0] rs_in, rt_in,
    input [5:0] rd_in,
    input [31:0] imm_in,
    input [2:0] aluOp_in,
    input useImm_in,
    input MemRead_in,
    input MemWrite_in,
    input RegWrite_in,
    input MemToReg_in,
    input PCtoReg_in,
    input BrZ_in,
    input BrN_in,
    input jump_in,
    input jump_mem_in,
    output reg [31:0] pc_out,
    output reg [31:0] rs_out, rt_out,
    output reg [5:0] rd_out,
    output reg [31:0] imm_out,
    output reg [2:0] aluOp_out,
    output reg useImm_out,
    output reg MemRead_out,
    output reg MemWrite_out,
    output reg RegWrite_out,
    output reg MemToReg_out,
    output reg PCtoReg_out,
    output reg BrZ_out,
    output reg BrN_out,
    output reg jump_out,
    output reg jump_mem_out
);
    always @(posedge clk) begin
        pc_out <= pc_in;
        rs_out <= rs_in;
        rt_out <= rt_in;
        rd_out <= rd_in;
	    imm_out <= imm_in;
        aluOp_out <= aluOp_in;
        useImm_out <= useImm_in;
        MemRead_out <= MemRead_in;
        MemWrite_out <= MemWrite_in;
        RegWrite_out <= RegWrite_in;
        MemToReg_out <= MemToReg_in;
        PCtoReg_out <= PCtoReg_in;
        BrZ_out <= BrZ_in;
        BrN_out <= BrN_in;
        jump_out <= jump_in;
        jump_mem_out <= jump_mem_in;
    end
endmodule
module exmemwb_buf(
    input clk,
    input [5:0] rd_in,
    input [31:0] data_in,
    input [31:0] alu_result_in,
    input RegWrite_in,
    input MemToReg_in,
    input PCtoReg_in,
    output reg [5:0] rd_out,
    output reg [31:0] data_out,
    output reg [31:0] alu_result_out,
    output reg RegWrite_out,
    output reg MemToReg_out,
    output reg PCtoReg_out
);
always @(posedge clk) begin
        rd_out <= rd_in;
        data_out <= data_in;
        alu_result_out <= alu_result_in;
        RegWrite_out <= RegWrite_in;
        MemToReg_out <= MemToReg_in;
        PCtoReg_out <= PCtoReg_in;
    end
endmodule
==> design/flow/run.sh <==
#!/bin/bash
# OpenROAD 26Q1-2900-gdf79404cd8, Yosys 0.63+post, stock flow scripts
make -C /OpenROAD-flow-scripts/flow DESIGN_CONFIG=/design/flow/config.mk WORK_HOME=/design/flow/orfs finish
==> design/flow/config.mk <==
export PLATFORM = sky130hd
export DESIGN_NAME = idex_buf
export DESIGN_NICKNAME = idex_buf
export VERILOG_FILES = /design/flow/design.v
export SDC_FILE = /design/flow/constraint.sdc
export NUM_CORES = 4
export LEC_CHECK = 1
export CORE_AREA = 10 10 159 159
export DIE_AREA = 0 0 169 169
==> design/flow/constraint.sdc <==
current_design idex_buf

set clk_period 1.0
set clk_io_pct 0.2

create_clock -name clk0 -period $clk_period [get_ports {clk}]

set non_clock_inputs [all_inputs -no_clocks]
set_input_delay [expr $clk_period * $clk_io_pct] -clock clk0 $non_clock_inputs
set_output_delay [expr $clk_period * $clk_io_pct] -clock clk0 [all_outputs]
==> impl_metrics.env <==
# source this file to load flow results
export IMPL_place_area_sq_mm=0.00624
export IMPL_firstDrtPassIters=2
export IMPL_end_kind="output port"
export IMPL_p_int_mw=11.1
export IMPL_crit_chain="buf_6"
export IMPL_gp_congestion=0.810
export IMPL_vias_per_cell=2.93
export IMPL_dp_hpwl_mm=9.38
export IMPL_initCoreUtil_pct=13.5
export IMPL_switching_share_pct=18.7
export IMPL_fin_cells=753
export IMPL_htreeDepth=4
export IMPL_finalWorstSetupSlack_ns=-0.0354
export IMPL_criticalPathCategory="register to output port"
export IMPL_cp_startpoint="MemWrite_out$_DFF_P_"
export IMPL_yosysSeqAreaShare_pct=100
export IMPL_post_route_util_pct=28.2
export IMPL_comb_cells=0
export IMPL_hold_path_depth=1
export IMPL_grt_max_degree=17
export IMPL_p_comb_share_pct=6.2
export IMPL_vias=2204
export IMPL_critPathSlowestCell="dfxtp_2"
export IMPL_grt_pass1_vias=2350
export IMPL_max_stage_delay_ns=0.32
export IMPL_fp_dieH_um=169
export IMPL_combGateArea_sq_um=0
export IMPL_clkSinkCount=147
export IMPL_io_buffers=294
export IMPL_setup_viol=101
export IMPL_postSynthAreaPerCell_sq_um=20.0
export IMPL_ys_types=1
export IMPL_place_inst=721
export IMPL_drive_gt1_share_pct=40.0
export IMPL_clock_power_share_pct=48.2
export IMPL_crit_required_ns=0.80
export IMPL_wl_per_cell_um=15.2
export IMPL_slew_headroom_pct=88.1
export IMPL_die_x_um=169
export IMPL_powerDensity_mw_per_mm2=2220
export IMPL_stdcell_area_sq_mm=0.00615
export IMPL_fin_total_pwr_mw=13.7
export IMPL_clk_pin_slew_ns=0.06
export IMPL_hp_class="primary input to register"
export IMPL_cp_top_family="flip-flops"
export IMPL_drc_errors=0
export IMPL_syn_area_sq_mm=0.00294
export IMPL_violations="negative setup slack"
export IMPL_grt_pass1_wl_mm=15.9
export IMPL_first_iter_violations=71
export IMPL_seqPwrFrac_pct=45.7
export IMPL_power_leakage_nw=2.70
export IMPL_clockBufferDepth=2
export IMPL_syn_to_final_growth_pct=109
export IMPL_root_buffer="clkbuf_16"
export IMPL_cp_max_fo=1
export IMPL_fmax_mhz=966
export IMPL_rsz0062_at_grt="true"
export IMPL_n_antenna_cell=0
export IMPL_hold_end="BrN_out$_DFF_P_"
export IMPL_netlist_instances=147
export IMPL_vdd_ir_drop_max_v=0.000916
export IMPL_io_pins=295
export IMPL_cts_tree="yes"
export IMPL_status="finished with violations"
export IMPL_cts_buffers=17
export IMPL_slew_viol_final=0
export IMPL_crit_buf_inv=1
export IMPL_cap_violations=0
export IMPL_final_hold_violation_count=0
export IMPL_startpoint_type="register"
export IMPL_p_sw_mw=2.56
export IMPL_chipArea_sq_mm=0.0286
export IMPL_synth_warning_count=1
export IMPL_core_area_sq_mm=0.0218
export IMPL_warnings=27
export IMPL_wl_mm=11.4
export IMPL_grt_ovfl_total=0
export IMPL_finalClockPeriodUsage_pct=104
export IMPL_antenna_left=0
export IMPL_rows=54
export IMPL_ctsHoldBuffers=0
export IMPL_holdCritStartpoint="BrN_in"
export IMPL_worstPathArrival_ns=0.84
export IMPL_track_usage_pct=7.47
export IMPL_ys_cells=147
export IMPL_worstMarginPinSlew_ns=0.178
export IMPL_ys_area_sq_mm=0.00294
export IMPL_ys_ff=147
export IMPL_antenna_found_initial=0
export IMPL_min_period_ns=1.04
logic make-up (layout without fill, tap and decap cells):
group	count (synthesis)	after routing	synth area share [%]
buf+inv	0	326	0
flops	147	147	100
registers in the layout, indices dropped and copies added, names as in the netlist, 3 cells and up:
signal,flops
aluOp_out,3
imm_out,32
rd_out,6
pc_out,32
rt_out,32
rs_out,32
cell usage in the layout, fill, tap and decap left out, drive strengths merged:
cell	instances
clkdlybuf4s50	147
clkbuf	22
clkinv	5
bufinv	4
clkinvlp	1
buf	147
dfxtp	147
synth_stat cells:
library cell	count	share of area, %
dfxtp_1	147	100
timing repair:
action	in CTS	in global routing
setup endpoints to repair	147	147
pin swaps	0	0
resized	485	11
buffers inserted	0	0
area by class of cell:
type | instances | area, sq um
Tap cell | 280 | 350
Clock inverter | 10 | 156
Fill cell | 2291 | 15700
Sequential cell | 147 | 2960
Timing Repair Buffer | 294 | 2230
Clock buffer | 22 | 454
power by group through the flow:
stage / sequential, mW / combinational, mW / clock, mW
4_1_cts: 6.24 / 0.868 / 6.86
5_1_grt: 6.27 / 0.918 / 7.11
6_report: 6.24 / 0.843 / 6.58
worst max path at each step:
| stage | endpoint | slack (ns) | depth (start not counted) |
|---|---|---|---|
| CTS | imm_out[26] | -0.07 | 1 |
| global route | imm_out[26] | -0.08 | 1 |
| finish | MemWrite_out | -0.04 | 1 |
routing by layer:
layer  track usage (%)  up-vias  wire length (um)  share of wire, %
li1                  -     1082                 -                 -
met1              8.05      960              4060                36
met2              12.6      151              5670                50
met3              4.42       11              1520                13
met4              1.16        0               159               1.4
met5                 0        -                 0                 0
through the flow:
stage | setup WS (ns) | setup TNS [ns] | hold slack [ns]
2_1_floorplan | 0.538 | 0 | 0.228
3_3_place_gp | -0.0243 | -0.0619 | 0.649
3_5_place_dp | -0.0415 | -0.0826 | 0.652
4_1_cts | -0.0738 | -5.95 | 0.195
5_1_grt | -0.0847 | -8.09 | 0.195
6_report | -0.0354 | -0.774 | 0.225
No activity file was given, so power comes from the tool's default toggle rates.
